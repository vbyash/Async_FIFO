## flow/design.v

```verilog
module async_fifo_top #(
	parameter DATA_WIDTH = 16,
	parameter DEPTH = 16,
	parameter ADDR_WIDTH = 5
)(
	input rd_clk, wr_clk, rst_n,
	input rd_en, wr_en,
	input [DATA_WIDTH-1:0] data_in,
	output [DATA_WIDTH-1:0] data_out,
	output data_valid,
	output fifo_empty,
	output fifo_full
);
wire full, empty;
wire [ADDR_WIDTH-1:0] wr_ptr_b, wr_ptr_g, wr_ptr_g_sync;
wire [ADDR_WIDTH-1:0] rd_ptr_b, rd_ptr_g, rd_ptr_g_sync;
assign fifo_empty = empty;
assign fifo_full = full;
fifo_mem #(
	.ADDR_WIDTH(ADDR_WIDTH),
	.DATA_WIDTH(DATA_WIDTH),
	.DEPTH(DEPTH)
) memory_inst (
	.wr_clk(wr_clk), 
	.rst_n(rst_n), 
	.wr_en(wr_en), 
	.rd_en(rd_en),
	.data_in(data_in),
	.fifo_full(full),
	.fifo_empty(empty),
	.wr_ptr(wr_ptr_b), 
	.rd_ptr(rd_ptr_b),
	.data_out(data_out),
	.data_valid(data_valid)
);
rd_ptr_gen #(.ADDR_WIDTH(ADDR_WIDTH)) rd_ptr_inst (
	.rd_clk(rd_clk),
	.rd_rst_n(rst_n),
	.rd_en(rd_en),
	.wr_ptr_g_sync(wr_ptr_g_sync),
	.rd_ptr_b(rd_ptr_b),
	.rd_ptr_g(rd_ptr_g),
	.fifo_empty(empty)
);
wrt_ptr_gen #(.ADDR_WIDTH(ADDR_WIDTH)) wr_ptr_inst (
    .wr_clk(wr_clk),
    .wr_rst_n(rst_n),
    .wr_en(wr_en),
    .rd_ptr_g_sync(rd_ptr_g_sync),  
    .fifo_full(full),
    .wr_ptr_b(wr_ptr_b),      
    .wr_ptr_g(wr_ptr_g)        
);
synchronizer #(.ADDR_WIDTH(ADDR_WIDTH))rd_ptr_sync_inst(
	.clk(wr_clk), 
	.rst_n(rst_n), 
	.data_in(rd_ptr_g), 
	.data_out(rd_ptr_g_sync)
);
synchronizer #(.ADDR_WIDTH(ADDR_WIDTH))wr_ptr_sync_inst(
	.clk(rd_clk), 
	.rst_n(rst_n), 
	.data_in(wr_ptr_g), 
	.data_out(wr_ptr_g_sync)
);
endmodule
module fifo_mem #(
	parameter ADDR_WIDTH = 4,
	parameter DATA_WIDTH = 16,
	parameter DEPTH = 8
) (
	input wr_clk, rst_n, wr_en, rd_en,
	input [DATA_WIDTH-1:0] data_in,
	input fifo_full, fifo_empty,
	input [ADDR_WIDTH-1:0] wr_ptr, rd_ptr,
	output [DATA_WIDTH-1:0] data_out,
	output data_valid
);
reg [DATA_WIDTH-1:0] memory [0:DEPTH-1];
integer i;
always @(posedge wr_clk) begin
	if(~rst_n) begin
		for (i = 0; i < DEPTH; i = i + 1)begin
			memory[i] <= 0;
        end
	end
	else begin
	    if(~fifo_full && wr_en) begin
			memory[wr_ptr[ADDR_WIDTH-2:0]] <= data_in;
		end
	end
end
assign data_out = memory[rd_ptr[ADDR_WIDTH-2:0]];
assign data_valid = rd_en && ~fifo_empty;
endmodule
module rd_ptr_gen #(parameter ADDR_WIDTH = 4) (
	input rd_clk,
	input rd_rst_n,
	input rd_en,
	input [ADDR_WIDTH-1:0] wr_ptr_g_sync,
	output reg [ADDR_WIDTH-1:0] rd_ptr_b,
	output reg [ADDR_WIDTH-1:0] rd_ptr_g,
	output reg fifo_empty
);
wire empty;
wire [ADDR_WIDTH-1:0] rd_ptr_b_next;
wire [ADDR_WIDTH-1:0] wr_ptr_b_sync;
function [ADDR_WIDTH-1:0] gray_to_bin;
    input [ADDR_WIDTH-1:0] gray;
    integer i;
    begin
        gray_to_bin[ADDR_WIDTH-1] = gray[ADDR_WIDTH-1];
        for (i = ADDR_WIDTH-2; i >= 0; i = i - 1)
            gray_to_bin[i] = gray[i] ^ gray_to_bin[i+1];
    end
endfunction
function [ADDR_WIDTH-1:0] bin_to_gray;
    input [ADDR_WIDTH-1:0] bin;
    begin
        bin_to_gray = (bin >> 1) ^ bin;
    end
endfunction
assign rd_ptr_b_next = rd_ptr_b + ((~(fifo_empty) && rd_en)? 1'b1 : 1'b0);
assign wr_ptr_b_sync = gray_to_bin(wr_ptr_g_sync);
assign empty =(rd_ptr_b_next == wr_ptr_b_sync);
always @(posedge rd_clk) begin
	if(~rd_rst_n) begin
		rd_ptr_b <= 0;
		rd_ptr_g <= 0;
		fifo_empty <= 1'b1;
	end 
	else begin
		if(!fifo_empty && rd_en) begin
			rd_ptr_b <= rd_ptr_b_next;
			rd_ptr_g <= bin_to_gray(rd_ptr_b_next);
		end
		fifo_empty <= empty;
	end
end
endmodule
module synchronizer #(parameter ADDR_WIDTH = 3)(clk, rst_n, data_in, data_out);
input clk, rst_n;
input [ADDR_WIDTH-1:0] data_in;
output reg [ADDR_WIDTH-1:0] data_out;
reg [ADDR_WIDTH-1:0] data_1d;
always @(posedge clk)
begin
	if(~rst_n) begin
		data_1d <= 0;
		data_out <= 0;
	end
	else begin
		data_1d <= data_in;
		data_out <= data_1d;	
	end
end
endmodule
module wrt_ptr_gen #(parameter ADDR_WIDTH = 4) (
    input                     wr_clk,
    input                     wr_rst_n,
    input                     wr_en,
    input  [ADDR_WIDTH-1:0]     rd_ptr_g_sync,  
    output reg                fifo_full,
    output reg [ADDR_WIDTH-1:0] wr_ptr_b,      
    output reg [ADDR_WIDTH-1:0] wr_ptr_g        
);
wire [ADDR_WIDTH-1:0] wr_ptr_b_next;
wire [ADDR_WIDTH-1:0] rd_ptr_b_sync;
wire full;
function [ADDR_WIDTH-1:0] gray_to_bin;
    input [ADDR_WIDTH-1:0] gray;
    integer i;
    begin
        gray_to_bin[ADDR_WIDTH-1] = gray[ADDR_WIDTH-1];
        for (i = ADDR_WIDTH-2; i >= 0; i = i - 1)
            gray_to_bin[i] = gray[i] ^ gray_to_bin[i+1];
    end
endfunction
function [ADDR_WIDTH-1:0] bin_to_gray;
    input [ADDR_WIDTH-1:0] bin;
    begin
        bin_to_gray = (bin >> 1) ^ bin;
    end
endfunction
assign wr_ptr_b_next = wr_ptr_b + ((wr_en && !fifo_full) ? 1'b1 : 1'b0);
assign rd_ptr_b_sync = gray_to_bin(rd_ptr_g_sync);
assign full = (wr_ptr_b_next[ADDR_WIDTH-1] != rd_ptr_b_sync[ADDR_WIDTH-1]) &&
              (wr_ptr_b_next[ADDR_WIDTH-2:0] == rd_ptr_b_sync[ADDR_WIDTH-2:0]);
always @(posedge wr_clk) begin
    if (~wr_rst_n) begin
        wr_ptr_b <= 0;
        wr_ptr_g <= 0;
        fifo_full <= 0;
    end 
	else begin
        if (!fifo_full && wr_en) begin
            wr_ptr_b <= wr_ptr_b_next;
            wr_ptr_g <= bin_to_gray(wr_ptr_b_next);
        end
        fifo_full <= full;
    end
end
endmodule
```

## flow/run.sh

```bash
#!/bin/bash
# OpenROAD 26Q1-2900-gdf79404cd8, Yosys 0.63+post, stock flow scripts
make -C /OpenROAD-flow-scripts/flow DESIGN_CONFIG=/design/flow/config.mk WORK_HOME=/design/flow/orfs finish
```

## flow/config.mk

```make
export PLATFORM = sky130hd
export DESIGN_NAME = async_fifo_top
export DESIGN_NICKNAME = async_fifo_top
export VERILOG_FILES = /design/flow/design.v
export SDC_FILE = /design/flow/constraint.sdc
export NUM_CORES = 4
export LEC_CHECK = 1
export CORE_UTILIZATION = 30
```

## flow/constraint.sdc

```tcl
current_design async_fifo_top

set clk_period 9.4
set clk_io_pct 0.2

create_clock -name clk0 -period $clk_period [get_ports {rd_clk}]
create_clock -name clk1 -period $clk_period [get_ports {wr_clk}]

set non_clock_inputs [all_inputs -no_clocks]
set_input_delay [expr $clk_period * $clk_io_pct] -clock clk0 $non_clock_inputs
set_output_delay [expr $clk_period * $clk_io_pct] -clock clk0 [all_outputs]
```

==> results_dict.tcl <==
# metrics dict for downstream scripts
set metrics [dict create \
    vdd_drop_max_v 0.0001041 \
    avgSynthCellArea_um2 15.45 \
    yosys-stat-area_mm2 0.01346 \
    hold_violations 0 \
    track_usage_pct 15.18 \
    synthFlopType "edfxtp_1" \
    worstSetupStartpointType "flop" \
    antennaDiodeCount 0 \
    coreArea_mm2 0.04422 \
    status "finished, final reports clean" \
    synthArstFlopShare_pct 0 \
    warning_count 27 \
    grt_pass1_wl_um 47160 \
    cp.arrival_ns 3.33 \
    finish.utilization_pct 35.12 \
    initCoreUtil_pct 30.44 \
    drv_slew 0 \
    drt_iter0_drc 305 \
    ioPinCount 40 \
    ys_cells 871 \
    crit_required_ns 7.52 \
    grt_pass1_vias 7651 \
    synthDistinctLibCells 43 \
    synth_warnings 4 \
    power.density_mw_per_mm2 179.4 \
    drive_gt1_share_pct 16.61 \
    lay_top_count "and2_1" \
    post-cts-setup-buffers 0 \
    area_growth_pct 15.39 \
    worst_setup_path_end_kind "primary output" \
    drcViolationCount 0 \
    postCtsHoldBufs 0 \
    p_leak_nw 5.534 \
    chip_area_mm2 0.04572 \
    crit_type "flop to primary output" \
    via_per_inst 4.598 \
    clock_sinks 296 \
    grt_max_degree 59 \
    vias 7040 \
    syn_inst 871 \
    routed_wl_um 31500 \
    hold_path.class "flop to flop" \
    yosys.stat.seqShare_pct 63.06 \
    antenna_found_initial 1 \
    cap_violations 0 \
    syn_area_mm2 0.01346 \
    ctsResizeCount 0 \
    finClkSkew_ns 0.01556 \
    final.setup.tns_ns 0 \
    cts_tree "yes" \
    ys_ff 296 \
    edf_count 256 \
    grt_setup_unrepaired "false" \
    wl_per_cell_um 20.58 \
    worst_pin_slew_ns 0.8535 \
    clk_pin_slew_ns 0.06 \
    io_buffers 38 \
    setup_viol 0 \
    num-fill-cells 4049 \
    mostFrequentLayoutCells "and2_1 (285), edfxtp_1 (256), mux4_2 (56), dfxtp_1 (38)" \
    post-dp-hpwl_um 18260 \
    fp.dieW_um 213.8 \
    overflow 0 \
    worstPathMaxFanout 35 \
    place_congestion 0.8136 \
    drt_pass1_iterations 4 \
    slew_headroom_pct 42.89 \
    ant_nets 0 \
    row_count 77 \
    die_y_um 213.8 \
]
[path summary, 6_finish.rpt]
kind | startpoint | slack [ns] | cells after the start | endpoint
worst max-delay path | rd_ptr_inst.rd_ptr_b[0] | 4.19 | 4 | data_out[3]
worst min-delay path | rd_ptr_inst.rd_ptr_g[3] | 0.18 | 1 | rd_ptr_sync_inst.data_1d[3]
worst max register to register | wr_ptr_inst.fifo_full | 6.86 | 7 | memory_inst.memory[3][15]
worst min register to register | rd_ptr_inst.rd_ptr_g[3] | 0.18 | 1 | rd_ptr_sync_inst.data_1d[3]
max in group clk1 | wr_en | 5.42 | 8 | memory_inst.memory[3][15]
min in group clk0 | wr_ptr_sync_inst.data_1d[4] | 0.43 | 1 | wr_ptr_sync_inst.data_out[4]
[critical path: stages (launching register included)]
cell,delay [ns]
dfxtp_4,0.78
buf_4,0.66
mux4_1,0.63
mux4_2,0.50
clkdlybuf4s50_1,0.44
[through the flow]
step | power, mW | cells | cell area [um^2] | hold slack [ns] | worst slack (ns)
floorplan | 1.571 | 871 | 13460 | 0.4119 | 5.345
global placement | 1.640 | 1475 | 14550 | 0.4165 | 4.282
detailed placement | 1.641 | 1475 | 14550 | 0.4177 | 4.258
CTS | 2.814 | 1531 | 15530 | 0.1584 | 4.138
global route | 2.877 | 1531 | 15530 | 0.1859 | 4.034
finish | 2.787 | 1531 | 15530 | 0.1830 | 4.190
[registers in the layout, indices dropped and copies added, names as in the netlist]
name and cells:
wr_ptr_inst.wr_ptr_b 4, wr_ptr_inst.wr_ptr_g 5, rd_ptr_inst.rd_ptr_b 4, wr_ptr_sync_inst.data_out 5, rd_ptr_sync_inst.data_out 5, rd_ptr_sync_inst.data_1d 5, rd_ptr_inst.rd_ptr_g 5, wr_ptr_inst.fifo_full 1
rd_ptr_inst.fifo_empty 1, memory_inst.memory 256, wr_ptr_sync_inst.data_1d 5
[cell type report]
cell class | count | area (um^2) | area share [%]
flip-flops and latches | 296 | 8496 | 54.70
multi-input cells | 510 | 4657 | 29.98
clock buffers | 41 | 823.3 | 5.300
well taps | 592 | 740.7 | 4.769
repair buffers | 75 | 653.1 | 4.205
clock inverters | 15 | 155.1 | 0.9989
inverters | 2 | 7.507 | 0.04833
[synthesized netlist by cell type, types with 2 or more instances]
| master | count | area, um^2 |
|---|---|---|
| and2_1 | 285 | 1783 |
| edfxtp_1 | 256 | 7687 |
| mux4_2 | 56 | 1261 |
| dfxtp_1 | 40 | 800.8 |
| clkbuf_1 | 36 | 135.1 |
| mux4_1 | 24 | 630.6 |
| nand2_1 | 21 | 78.83 |
| nor2_1 | 19 | 71.32 |
| o21ai_0 | 19 | 95.09 |
| xnor2_1 | 19 | 166.4 |
| buf_2 | 15 | 75.07 |
| xor2_1 | 12 | 105.1 |
| nand2b_1 | 8 | 50.05 |
| buf_6 | 6 | 67.56 |
| a21boi_0 | 5 | 37.54 |
| ha_1 | 4 | 50.05 |
| nand3_1 | 4 | 20.02 |
| nor2b_1 | 4 | 25.02 |
| nor3_2 | 4 | 40.04 |
| or3_1 | 4 | 25.02 |
| nand3b_1 | 3 | 22.52 |
| a21oi_1 | 2 | 10.01 |
| and3_1 | 2 | 12.51 |
| buf_12 | 2 | 40.04 |
| nor3_1 | 2 | 10.01 |
| o211a_1 | 2 | 20.02 |
[where the power goes]
part           internal (mW)  total (mW)  switching, mW
combinational         0.0550       0.130         0.0753
sequential              1.47        1.48         0.0127
clock                  0.674        1.18          0.502
total                   2.20        2.79          0.590
[kinds of logic (layout without fill, tap and decap cells)]
logic type | count (synthesis) | after routing | synth area share (%)
AND/OR/NAND/NOR | 361 | 361 | 16.21
flip-flops | 296 | 296 | 63.06
multiplexers | 81 | 81 | 14.13
buffers and inverters | 65 | 133 | 2.677
AND-OR/OR-AND | 33 | 33 | 1.534
XOR/XNOR | 31 | 31 | 2.017
adder cells (fa/ha/maj) | 4 | 4 | 0.3718
[routing by layer]
| layer | up-vias | wire (um) | track usage [%] |
|---|---|---|---|
| met5 | - | 11 | 0 |
| met4 | 2 | 743 | 2.980 |
| met3 | 44 | 4526 | 10.12 |
| met2 | 355 | 14990 | 23.84 |
| met1 | 3357 | 11230 | 17.60 |
| li1 | 3282 | - | - |
Power figures rest on the tool's default switching activity, not on a simulated workload.
